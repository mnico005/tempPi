--- ./config.mk ---
export PLATFORM = sky130hd
export DESIGN_NAME = fixedFloatConversion
export DESIGN_NICKNAME = fixedFloatConversion
export VERILOG_FILES = /design/flow/design.v
export SDC_FILE = /design/flow/constraint.sdc
export NUM_CORES = 4
export LEC_CHECK = 1
export CORE_UTILIZATION = 40
--- ./constraint.sdc ---
current_design fixedFloatConversion

set clk_period 20.7
set clk_io_pct 0.2

create_clock -name clk0 -period $clk_period [get_ports {clk}]

set non_clock_inputs [all_inputs -no_clocks]
set_input_delay [expr $clk_period * $clk_io_pct] -clock clk0 $non_clock_inputs
set_output_delay [expr $clk_period * $clk_io_pct] -clock clk0 [all_outputs]
--- ./design.v ---
`timescale 1ns / 1ps
module fixedFloatConversion(
  input wire clk, 
  input wire rst , 
  input wire[31:0] targetnumber, 
  input wire[4:0] fixpointpos , 
  input wire opcode , 
  output reg[31:0] result );
reg [31:0] floatresult ; 
reg [31:0] fixresult ; 
reg [1:0] signBit;
reg [31:0] targetnumberCopy;
reg[7:0] exponent; 
integer index;
integer first1Pos;
reg [22:0] fraction; 
integer foundFirstOne;
reg sign = 0;  
integer exp2;
reg [31:0] temp; 
always @(*) begin 
	floatresult= 32'h0;
	fixresult=32'h0;
	case (opcode) 
	1'b00: begin
		foundFirstOne = 0;
		first1Pos = 999;
		targetnumberCopy = targetnumber;
		signBit = targetnumberCopy[31];
		if (signBit == 1) begin
			targetnumberCopy = (~targetnumberCopy) + 1;
		end
		for(index = 30; index >= 0; index = index - 1) begin
			if (targetnumberCopy[index] == 1 && foundFirstOne == 0) begin
				exponent = index - fixpointpos + 127;
				first1Pos = index;
				foundFirstOne = 1;
			end
		end
		if(first1Pos == 999) begin
			signBit = 0;
			exponent = 0;
			fraction = 0;
		end
		else begin
			targetnumberCopy = targetnumberCopy << (31-first1Pos);
			fraction = targetnumberCopy[31:8];		
		end
		floatresult = {signBit, exponent, fraction};
	end
	1'b01: begin 
		sign = targetnumber[31];
		exp2 = targetnumber[30:23] - 127;
		temp = 1;
		temp[23] = 1;
		temp[22:0] = targetnumber[22:0];
		temp = temp >> (23 - (fixpointpos + exp2));
		if (sign == 1'b1) begin 
			temp=-temp;
		end
		fixresult= temp; 
  end 
  endcase
  end
always @ ( posedge clk ) begin 
    result <= opcode == 1 ?  fixresult : floatresult ;
end 
endmodule
--- ./run.sh ---
#!/bin/bash
# OpenROAD 26Q1-2900-gdf79404cd8, Yosys 0.63+post, stock flow scripts
make -C /OpenROAD-flow-scripts/flow DESIGN_CONFIG=/design/flow/config.mk WORK_HOME=/design/flow/orfs finish
==> results_tabular.tex <==
% Synthesis and place-and-route results
\begin{tabular}{lr}
\hline
Metric & Value \\
\hline
\multicolumn{2}{l}{\textbf{Status}} \\
Result of the run & completed \\
\multicolumn{2}{l}{\textbf{Pwr}} \\
Static leakage & 5.12 nW \\
Part of the power in combinational logic & between 70\% and 80\% \\
Fraction of power spent switching nets & 54.2\% \\
Relative contribution of the clock network to total power & 12.2\% \\
Power Density & just under 50 nW/um2 \\
Internal power & 0.318 mW \\
Power consumption & a little under 0.7 mW \\
Switching pwr & 0.375 mW \\
Peak ir drop on the vdd network & 0.0379 mV \\
Sequential fraction of design power & 11.9\% \\
\multicolumn{2}{l}{\textbf{Drt}} \\
Pre-antenna DRT Iters & 6 \\
Antenna cell count & 0 \\
Routed vias/inst & around 7.2 \\
Remaining number of nets flagged by the antenna check after routing & 0 \\
Routed Wire Length & 68.4 mm \\
Number of remaining DRC errors & 0 \\
Drt initial violations & 2480 \\
Total via count after detailed routing & 16600 \\
Average wire per cell in the routed design & 29.4 um \\
\multicolumn{2}{l}{\textbf{Yosys}} \\
Ys flops & 40 \\
Synth top area share & 5.99\% \\
Yosys cell count & 1899 \\
Mapped Avg Cell Area & 6.77 um2 \\
Synth area leader & sky130\_fd\_sc\_hd\_\_xnor2\_1 \\
Cell count after synthesis & between 1500 and 2000 \\
Tally of unique sky130hd cells used after synthesis & 106 \\
Number of flops mapped to enable cells by yosys & 0 \\
Most frequent cell after synthesis & sky130\_fd\_sc\_hd\_\_nand2\_1 \\
Cell types with the largest area share after synthesis & sky130\_fd\_sc\_hd\_\_xnor2\_1, sky130\_fd\_sc\_hd\_\_nand2\_1, sky130\_fd\_sc\_hd\_\_o21ai\_0 \\
Synth Warn \# & 9 \\
Commonest cells post-synth & sky130\_fd\_sc\_hd\_\_nand2\_1, sky130\_fd\_sc\_hd\_\_nor2\_1, sky130\_fd\_sc\_hd\_\_o21ai\_0 \\
Async S/R FF share, synth & 0\% \\
Yosys stat area & 12900 um2 \\
Primary flip-flop cell chosen by synthesis mapping & sky130\_fd\_sc\_hd\_\_dfxtp\_1 \\
Mapped Area & 12900 um2 \\
\multicolumn{2}{l}{\textbf{Placement}} \\
Half-perimeter wire length after detailed placement & 53.5 mm \\
Area of placed instances & approximately 14000 um2 \\
Buffers on Ports & 70 \\
Gp weighted congestion & 1.10 \\
Inst Count DP & 2319 \\
\multicolumn{2}{l}{\textbf{Worst hold path}} \\
Min-Delay Endpoint & result[14] \\
Cell count of the worst hold path & 4 \\
Worst hold start & opcode \\
Class of the worst hold path & primary input to register \\
\multicolumn{2}{l}{\textbf{Critical path}} \\
Crit Path Max Fanout & 32 \\
Critical path type & primary input to register \\
Endpoint arrival time on the critical path & 10.88 ns \\
Data required time at the worst endpoint & 20.82 ns \\
Element type at the critical path start & primary input \\
Endpoint kind of the worst setup timing path & register \\
\multicolumn{2}{l}{\textbf{Floorplanning}} \\
Ports placed on the boundary & 72 \\
Floorplan core density & 40.7\% \\
Core Area & 31600 um2 \\
Horizontal die size & between 150 and 200 um \\
Standard-cell row count & 65 \\
Die Y & around 180 um \\
Chip Footprint & 32900 um2 \\
\multicolumn{2}{l}{\textbf{GRT}} \\
Routing usage on met3 & 14.7\% \\
Wire length of the first global-routing pass & 100 mm \\
Total gr overflow & 0 \\
Met2 Track Usage GR & 56.3\% \\
Pin count of the biggest net entering global routing & 71 \\
Most crowded layer after global routing & met1 \\
Total routing resource utilization after global routing & 41.6\% \\
Via count of the first global-routing pass & 14700 \\
Met1 track demand over resource in global routing & 63.4\% \\
Antenna violations before repair & 1 \\
\multicolumn{2}{l}{\textbf{Timing}} \\
FMAX & 0.0930 GHz \\
Minimum clock period & 10.76 ns \\
Number of failing setup endpoints in the final timing report & 0 \\
Fin. Hold Viols & 0 \\
Transition at the pin with the smallest max-transition slack & 0.988 ns \\
Slew margin rel. & 33.4\% \\
Minimum hold slack & 4.80 ns \\
Number of register pins that no clock reaches & 8 \\
Share of the clock period used by the worst path after layout & 52.0\% \\
Unrepaired setup endpoints after global routing & false \\
Final max-slew violation count & 0 \\
Endpoints left unconstrained & 8 \\
Sum Neg Setup Slack & 0 ns \\
\multicolumn{2}{l}{\textbf{Layout}} \\
Fraction of layout instances using a drive strength above 1 & 11.0\% \\
Design Area, Final & 14300 um2 \\
Cell Count, Final, Fillers Out & 2327 \\
Area added between synthesis and finish & 11.3\% \\
Filler cell count in the final layout & about 3200 \\
\multicolumn{2}{l}{\textbf{Clock network}} \\
Cts-stage hold buffer count & 0 \\
Clock transition at the registers of the reported paths & 0.05 ns \\
Root Driver & sky130\_fd\_sc\_hd\_\_clkbuf\_16 \\
Cells resized by post-CTS repair & 0 \\
Clock tree from TritonCTS & yes \\
Buffer count from post-CTS setup fixing & 0 \\
Inserted Clock Buffers & 5 \\
H-tree level count & 2 \\
Clock Tree Buf Depth & 2 \\
\multicolumn{2}{l}{\textbf{Job}} \\
Number of maximum-capacitance constraint violations & 0 \\
Number of warning messages in the logs & 51 \\
\hline
\end{tabular}
-- state kept, by name, indices dropped and copies added (netlist names) --
register  flops
exponent      8
result       32
-- logic make-up (layout without fill, tap and decap cells) --
group | count (synthesis) | count (layout) | share of synthesized area [%]
compound gates | 670 | 670 | 36.7
xor+xnor | 136 | 136 | 9.43
fa+ha+maj | 48 | 48 | 4.79
buf+inv | 189 | 215 | 6.18
flops | 32 | 32 | 4.98
latches | 8 | 8 | 0.934
mux | 65 | 65 | 7.82
simple gates | 751 | 751 | 29.1
-- cell usage in the layout, fill, tap and decap left out, types with 9 or more instances in the layout --
| master | n |
|---|---|
| sky130_fd_sc_hd__ha_1 | 46 |
| sky130_fd_sc_hd__xnor2_1 | 87 |
| sky130_fd_sc_hd__nor4_1 | 27 |
| sky130_fd_sc_hd__a21oi_1 | 113 |
| sky130_fd_sc_hd__xor2_1 | 45 |
| sky130_fd_sc_hd__inv_1 | 39 |
| sky130_fd_sc_hd__o221ai_1 | 17 |
| sky130_fd_sc_hd__or3_1 | 16 |
| sky130_fd_sc_hd__and2_1 | 13 |
| sky130_fd_sc_hd__a21o_1 | 14 |
| sky130_fd_sc_hd__nor3_1 | 75 |
| sky130_fd_sc_hd__o22ai_1 | 32 |
| sky130_fd_sc_hd__buf_4 | 95 |
| sky130_fd_sc_hd__o2111ai_1 | 18 |
| sky130_fd_sc_hd__mux2i_1 | 27 |
| sky130_fd_sc_hd__o21ai_1 | 25 |
| sky130_fd_sc_hd__nor2b_1 | 17 |
| sky130_fd_sc_hd__o31ai_1 | 28 |
| sky130_fd_sc_hd__nand2b_1 | 15 |
| sky130_fd_sc_hd__mux4_2 | 27 |
| sky130_fd_sc_hd__a31oi_1 | 24 |
| sky130_fd_sc_hd__or2_2 | 11 |
| sky130_fd_sc_hd__a221oi_1 | 17 |
| sky130_fd_sc_hd__clkdlybuf4s50_1 | 69 |
| sky130_fd_sc_hd__nand4_1 | 38 |
| sky130_fd_sc_hd__nand2_1 | 204 |
| sky130_fd_sc_hd__dfxtp_1 | 32 |
| sky130_fd_sc_hd__and3_1 | 17 |
| sky130_fd_sc_hd__a211oi_1 | 35 |
| sky130_fd_sc_hd__a2111oi_0 | 13 |
| sky130_fd_sc_hd__nand3_1 | 97 |
| sky130_fd_sc_hd__o21ai_0 | 132 |
| sky130_fd_sc_hd__o211ai_1 | 52 |
| sky130_fd_sc_hd__mux2_2 | 10 |
| sky130_fd_sc_hd__nor2_1 | 168 |
| sky130_fd_sc_hd__a22oi_1 | 9 |
-- area by class of cell --
class,instances,area [um2],area share [%]
Multi-Input combinational cell,1670,11300,79.1
Timing Repair Buffer,165,1410,9.84
Sequential cell,40,761,5.31
Tap cell,402,503,3.51
Inverter,42,158,1.10
Clock buffer,5,125,0.874
Clock inverter,3,42.5,0.297
-- worst max-delay path by stage --
stage / start / end / slack (ns) / depth (start not counted)
CTS: targetnumber[1] / result[19] / 10.20 / 18
global route: targetnumber[23] / result[22] / 9.47 / 25
finish: targetnumber[1] / result[19] / 9.94 / 18
-- routing by layer --
layer	share of wire, %	up-vias	routed length [um]
met1	44	7837	29900
met5	0.019	-	13
li1	-	7388	-
met4	2.8	2	1920
met2	39	1266	26600
met3	15	149	9990
-- worst max-delay path: stages --
cell and delay, ns:
sky130_fd_sc_hd__clkdlybuf4s50_1 0.62, sky130_fd_sc_hd__inv_1 0.16, sky130_fd_sc_hd__ha_1 0.39, sky130_fd_sc_hd__nor4b_1 0.80, sky130_fd_sc_hd__nand2_1 0.28, sky130_fd_sc_hd__o31ai_4 0.39, sky130_fd_sc_hd__o21ai_1 0.23, sky130_fd_sc_hd__o21ai_2 0.59
sky130_fd_sc_hd__nor3_2 0.10, sky130_fd_sc_hd__buf_4 0.25, sky130_fd_sc_hd__and3_1 0.34, sky130_fd_sc_hd__or4_1 0.80, sky130_fd_sc_hd__nor2_2 0.16, sky130_fd_sc_hd__buf_4 0.39, sky130_fd_sc_hd__mux2_4 0.37, sky130_fd_sc_hd__o31ai_1 0.31
sky130_fd_sc_hd__nor3_1 0.08, sky130_fd_sc_hd__o31ai_1 0.43
-- power groups by stage --
stage | Sequential (mW) | Clock [mW] | Combinational (mW)
after CTS | 0.0821 | 0.0851 | 0.503
final | 0.0826 | 0.0848 | 0.526
after global routing | 0.0838 | 0.0874 | 0.553
-- per-stage QoR --
| step | setup WS, ns | util [%] |
|---|---|---|
| after floorplan | 11.52 | - |
| after global placement | 9.98 | 44.7 |
| after detailed placement | 9.95 | 44.7 |
| after CTS | 10.20 | 45.3 |
| after global routing | 9.47 | 45.3 |
| final | 9.94 | 45.3 |
Power is estimated from default activity; no workload was simulated.
